## flow/design.v

```verilog
package definitions;
typedef enum logic[4:0] {
  MOV   = 5'b00000,	     
  IMOV  = 5'b00001,
  MOVTO = 5'b00010,
  CMP   = 5'b00011,
  ICMP  = 5'b00100,
  LSL   = 5'b00101,
  ILSL  = 5'b00110,
  RSL   = 5'b00111,
  IRSL  = 5'b01000,
  AND   = 5'b01001,
  XOR   = 5'b01010,
  ADD   = 5'b01011,
  IADD  = 5'b01100,
  SUB   = 5'b01101,
  ISUB  = 5'b01110,
  MOD   = 5'b01111,
  LDR   = 5'b10000,
  STR   = 5'b10001,
  B     = 5'b10010,
  BEQ   = 5'b10011,
  LDROV = 5'b10100,
  CLROV = 5'b10101,
  OR    = 5'b10110,
  BLE   = 5'b10111,
  BGE   = 5'b11000,
  RLDR  = 5'b11001,
  ABS   = 5'b11010
	 } op_code;
endpackage  
import definitions::*;
module control 
	(input        [4:0]  opcode,
	output logic		RegRead,
	output logic 		RegWrite,
	output logic		AccWrite,
    output logic     	Halt,
    output logic        ReadMem,
    output logic        WriteMem,
    output logic        LUT_Pc,
    output logic 		LUT_Mem,
    output logic        ov_0
    );
    always_comb	begin
    	case(opcode)
    		MOV: 
	    		begin
	    			RegRead = 1;
	    			RegWrite = 0;
					AccWrite = 1;
	    			Halt = 0;
	    			ReadMem = 0;
	    			WriteMem = 0;
	    			LUT_Pc = 0;
	    			LUT_Mem = 0;
	    			ov_0 = 0;
	    		end
	    	IMOV: 
	    		begin
	    			RegRead = 0;
	    			RegWrite = 0;
				AccWrite = 1;
	    			Halt = 0;
	    			ReadMem = 0;
	    			WriteMem = 0;
	    			LUT_Pc = 0;
	    			LUT_Mem = 0;
	    			ov_0 = 0;
	    		end
	    	MOVTO: 
	    		begin
	    			RegRead = 1;
				AccWrite = 0;
	    			RegWrite = 1;
	    			Halt = 0;
	    			ReadMem = 0;
	    			WriteMem = 0;
	    			LUT_Pc = 0;
	    			LUT_Mem = 0;
	    			ov_0 = 0;
	    		end
	    	CMP: 
	    		begin
	    			RegRead = 1;
	    			RegWrite = 0;
					AccWrite = 1;
	    			Halt = 0;
	    			ReadMem = 0;
	    			WriteMem = 0;
	    			LUT_Pc = 0;
	    			LUT_Mem = 0;
	    			ov_0 = 0;
	    		end
	    	ICMP: 
	    		begin
	    			RegRead = 0;
	    			RegWrite = 0;
				AccWrite = 1;
	    			Halt = 0;
	    			ReadMem = 0;
	    			WriteMem = 0;
	    			LUT_Pc = 0;
	    			LUT_Mem = 0;
	    			ov_0 = 0;
	    		end
	    	LSL: 
	    		begin
	    			RegRead = 1;
					AccWrite = 1;
	    			RegWrite = 0;
	    			Halt = 0;
	    			ReadMem = 0;
	    			WriteMem = 0;
	    			LUT_Pc = 0;
	    			LUT_Mem = 0;
	    			ov_0 = 0;
	    		end
	    	ILSL: 
	    		begin
	    			RegRead = 0;
				AccWrite = 1;
	    			RegWrite = 0;
	    			Halt = 0;
	    			ReadMem = 0;
	    			WriteMem = 0;
	    			LUT_Pc = 0;
	    			LUT_Mem = 0;
	    			ov_0 = 0;
	    		end
	    	RSL: 
	    		begin
	    			RegRead = 1;
				AccWrite = 1;
	    			RegWrite = 0;
	    			Halt = 0;
	    			ReadMem = 0;
	    			WriteMem = 0;
	    			LUT_Pc = 0;
	    			LUT_Mem = 0;
	    			ov_0 = 0;
	    		end
	    	IRSL: 
	    		begin
	    			RegRead = 0;
				AccWrite = 1;
	    			RegWrite = 0;
	    			Halt = 0;
	    			ReadMem = 0;
	    			WriteMem = 0;
	    			LUT_Pc = 0;
	    			LUT_Mem = 0;
	    			ov_0 = 0;
	    		end
	    	AND: 
	    		begin
	    			RegRead = 1;
					AccWrite = 1;
	    			RegWrite = 0;
	    			Halt = 0;
	    			ReadMem = 0;
	    			WriteMem = 0;
	    			LUT_Pc = 0;
	    			LUT_Mem = 0;
	    			ov_0 = 0;
	    		end
	    	OR: 
	    		begin
	    			RegRead = 1;
					AccWrite = 1;
	    			RegWrite = 0;
	    			Halt = 0;
	    			ReadMem = 0;
	    			WriteMem = 0;
	    			LUT_Pc = 0;
	    			LUT_Mem = 0;
	    			ov_0 = 0;
	    		end
	    	XOR: 
	    		begin
	    			RegRead = 1;
				AccWrite = 1;
	    			RegWrite = 0;
	    			Halt = 0;
	    			ReadMem = 0;
	    			WriteMem = 0;
	    			LUT_Pc = 0;
	    			LUT_Mem = 0;
	    			ov_0 = 0;
	    		end
	    	ADD: 
	    		begin
	    			RegRead = 1;
				AccWrite = 1;
	    			RegWrite = 0;
	    			Halt = 0;
	    			ReadMem = 0;
	    			WriteMem = 0;
	    			LUT_Pc = 0;
	    			LUT_Mem = 0;
	    			ov_0 = 0;
	    		end
	    	IADD: 
	    		begin
	    			RegRead = 0;
					AccWrite = 1;
	    			RegWrite = 0;
	    			Halt = 0;
	    			ReadMem = 0;
	    			WriteMem = 0;
	    			LUT_Pc = 0;
	    			LUT_Mem = 0;
	    			ov_0 = 0;
	    		end
	    	SUB: 
	    		begin
	    			RegRead = 1;
					AccWrite = 1;
	    			RegWrite = 0;
	    			Halt = 0;
	    			ReadMem = 0;
	    			WriteMem = 0;
	    			LUT_Pc = 0;
	    			LUT_Mem = 0;
	    			ov_0 = 0;
	    		end
	    	ISUB: 
	    		begin
	    			RegRead = 0;
					AccWrite = 1;
	    			RegWrite = 0;
	    			Halt = 0;
	    			ReadMem = 0;
	    			WriteMem = 0;
	    			LUT_Pc = 0;
	    			LUT_Mem = 0;
	    			ov_0 = 0;
	    		end
	    	MOD: 
	    		begin
	    			RegRead = 1;
					AccWrite = 1;
	    			RegWrite = 0;
	    			Halt = 0;
	    			ReadMem = 0;
	    			WriteMem = 0;
	    			LUT_Pc = 0;
	    			LUT_Mem = 0;
	    			ov_0 = 0;
	    		end
	    	LDR: 
	    		begin
	    			RegRead = 0;
				AccWrite = 1;
	    			RegWrite = 0;
	    			Halt = 0;
	    			ReadMem = 1;
	    			WriteMem = 0;
	    			LUT_Pc = 0;
	    			LUT_Mem = 1;
	    			ov_0 = 0;
	    		end
		RLDR: 
	    		begin
	    			RegRead = 1;
				AccWrite = 1;
	    			RegWrite = 0;
	    			Halt = 0;
	    			ReadMem = 1;
	    			WriteMem = 0;
	    			LUT_Pc = 0;
	    			LUT_Mem = 0;
	    			ov_0 = 0;
	    		end
	    	STR: 
	    		begin
	    			RegRead = 1;
					AccWrite = 0;
	    			RegWrite = 0;
	    			Halt = 0;
	    			ReadMem = 0;
	    			WriteMem = 1;
	    			LUT_Pc = 0;
	    			LUT_Mem = 1;
	    			ov_0 = 0;
	    		end
	    	B: 
	    		begin
	    			RegRead = 0;
					AccWrite = 0;
	    			RegWrite = 0;
	    			Halt = 0;
	    			ReadMem = 0;
	    			WriteMem = 0;
	    			LUT_Pc = 1;
	    			LUT_Mem = 0;
	    			ov_0 = 0;
	    		end
	    	BEQ: 
	    		begin
	    			RegRead = 0;
				AccWrite = 0;
	    			RegWrite = 0;
	    			Halt = 0;
	    			ReadMem = 0;
	    			WriteMem = 0;
	    			LUT_Pc = 1;
	    			LUT_Mem = 0;
	    			ov_0 = 0;
	    		end
	    	BLE: 
	    		begin
	    			RegRead = 0;
				AccWrite = 0;
	    			RegWrite = 0;
	    			Halt = 0;
	    			ReadMem = 0;
	    			WriteMem = 0;
	    			LUT_Pc = 1;
	    			LUT_Mem = 0;
	    			ov_0 = 0;
	    		end
	    	BGE: 
	    		begin
	    			RegRead = 0;
				AccWrite = 0;
	    			RegWrite = 0;
	    			Halt = 0;
	    			ReadMem = 0;
	    			WriteMem = 0;
	    			LUT_Pc = 1;
	    			LUT_Mem = 0;
	    			ov_0 = 0;
	    		end
	    	LDROV: 
	    		begin
	    			RegRead = 0;
	    			RegWrite = 0;
					AccWrite = 1;
	    			Halt = 0;
	    			ReadMem = 0;
	    			WriteMem = 0;
	    			LUT_Pc = 0;
	    			LUT_Mem = 0;
	    			ov_0 = 0;
	    		end
	    	CLROV: 
	    		begin
	    			RegRead = 0;
	    			RegWrite = 0;
					AccWrite = 0;
	    			Halt = 0;
	    			ReadMem = 0;
	    			WriteMem = 0;
	    			LUT_Pc = 0;
	    			LUT_Mem = 0;
	    			ov_0 = 1;
	    		end
	    	ABS: 
	    		begin
	    			RegRead = 1;
	    			RegWrite = 0;
					AccWrite = 1;
	    			Halt = 0;
	    			ReadMem = 0;
	    			WriteMem = 0;
	    			LUT_Pc = 0;
	    			LUT_Mem = 0;
	    			ov_0 = 0;
	    		end
	    	default:
	    		begin
	    			RegRead = 0;
	    			RegWrite = 0;
					AccWrite = 0;
	    			Halt = 0;
	    			ReadMem = 0;
	    			WriteMem = 0;
	    			LUT_Pc = 0;
	    			LUT_Mem = 0;
	    			ov_0 = 0;
	    		end
	    	endcase  
	    end
	    endmodule  
```

## flow/run.sh

```bash
#!/bin/bash
# OpenROAD 26Q1-2900-gdf79404cd8, Yosys 0.63+post, stock flow scripts
make -C /OpenROAD-flow-scripts/flow DESIGN_CONFIG=/design/flow/config.mk WORK_HOME=/design/flow/orfs finish
```

## flow/config.mk

```make
export PLATFORM = sky130hd
export DESIGN_NAME = control
export DESIGN_NICKNAME = control
export VERILOG_FILES = /design/flow/design.v
export SDC_FILE = /design/flow/constraint.sdc
export NUM_CORES = 4
export LEC_CHECK = 1
export CORE_AREA = 10 10 70 70
export DIE_AREA = 0 0 80 80
```

## flow/constraint.sdc

```tcl
current_design control

set clk_period 1.4
set clk_io_pct 0.2

create_clock -name clk0 -period $clk_period

set non_clock_inputs [all_inputs -no_clocks]
set_input_delay [expr $clk_period * $clk_io_pct] -clock clk0 $non_clock_inputs
set_output_delay [expr $clk_period * $clk_io_pct] -clock clk0 [all_outputs]
```

==> qor.csv <==
metric;value;unit
status;finished, violations left;
global-route wire length before repair;1530;um
P&R area growth vs syn;127;%
crit-path cells;buf_12, inv_12, ha_4, mux2_4, mux4_2, buf_2;
yosys simple share;21.8;%
Starting Density;7.91;%
final-report max-slew violation count;0;
antenna violations before repair;0;
nature of the critical path endpoint;output pin;
layout cell share with drive strength beyond 1;66.7;%
GRT Overall Usage;2.73;%
Sequential cell area;0;um2
Startpoint Class;input pin;
Hold Fails Final Rpt;0;
CP peak stage delay;430;ps
post-placement setup slack;-1220;ps
via count;309;
Final Non-Filler Cells;100;
mux share;23.6;%
max cap viols;0;
# rows;21;
Setup Crit Path Kind;input pin to output pin;
DRT iter0 DRCs;12;
Synth Seq Share;0;%
Routed WL;953;um
GRT overflow;0;
Syn. warnings;1;
vias in the first global route;313;
Setup crit end;RegRead;
Worst Hold Class;input pin to output pin;
Setup-failing EPs final;3;
top fanout value on the critical path;3;
Worst Slack Setup Final;-320;ps
Die Wd;80;um
# DRC;0;
antenna viol nets, final;0;
Adder Area Share;32.4;%
Chip Area, Yosys;270;um2
TNS Setup;-444;ps
Critical Path RT;1120;ps
Max Clk Rate;0.581;GHz
aoi share;11.1;%
failing checks;negative setup slack;
XOR/XNOR Fraction of Synth Area;0;%
iteration tally of the first detailed-router pass;3;
largest net degree at the start of global routing;9;
drt via density;3.09;
worst path buffer plus inverter count;3;
post-synthesis instance total;33;
crit path launch;opcode[1];
RSZ-0062 raised after global routing;yes;
critical path arrival;1440;ps
critical path depth;6;
clock period minus worst slack;1720;ps
core footprint;3420;um2
Leak;0.000282;uW
Log Warnings;41;
cell count after placement;97;
yosys stat cell total;33;
WL per Instance;9.53;um
worst hold slack;953;ps
Placer Congestion;0.774;
Hold Buf Count CTS;0;
slowest CP cell;mux4_2;
Syn Std Cell Area;270;um2
fin crit share;123;%
die height;80;um
Die Size;6400;um2
pwr dens;230;nW/um2
critical path's top delay family;multiplexers;
ant diodes;0;
worst vdd rail ir drop;34.3;uV
clk_buf instances;0;
Post-Syn Area per Cell;8.19;um2
FILL cells;387;
I/O pins;14;
synth unique cells;19;
detailed placement HPWL;713;um
IO Port Bufs;13;
Top logic family;adder cells;
FFs & Latches;0;
how the worst min path moves through the flow:
stage	depth (start not counted)	to	startpoint	slack, ps
finish	3	AccWrite	opcode[4]	950
global route	3	AccWrite	opcode[4]	980
CTS	3	AccWrite	opcode[4]	940
cell families (layout without fill, tap and decap cells):
| logic type | Yosys count | in the layout |
|---|---|---|
| adders and majority gates | 7 | 7 |
| other | 1 | 1 |
| buffers and inverters | 5 | 26 |
| muxes | 5 | 5 |
| and+or+nand+nor | 10 | 10 |
| AOI/OAI and AO/OA | 5 | 5 |
area by class of cell:
type	count	area (um2)	share of cell area [%]
Inverter	3	28.8	4.69
Tap cell	46	57.6	9.39
Timing Repair Buffer	23	194	31.6
Multi-Input combinational cell	28	333	54.3
report_power, final:
| part | switching, uW | internal, uW |
|---|---|---|
| clock | 0 | 0 |
| combinational | 60.6 | 80.4 |
| sequential | 0 | 0 |
| total | 60.6 | 80.4 |
Yosys cell counts (2+ instances only):
cell type	instances	area share (%)
buf_4	2	5.6
inv_1	3	4.2
mux2i_1	3	11
nor2_1	2	2.8
ha_1	7	32
o21ai_0	2	3.7
nor3b_1	2	5.6
layer usage:
metal / GRT usage, % / routed length, um
met4: 0 / 0
met1: 3.31 / 386
met5: 0 / 0
met2: 4.82 / 473
met3: 0.909 / 93
placed cells by master, fill, tap and decap left out, drive strengths merged:
cell,n
o22ai,1
dlygate4sd2,2
nor2,2
nand2,1
dlymetal6s2s,1
mux2,1
mux2i,3
a2111oi,1
and4,1
nor2b,1
clkbuf,3
a21oi,1
inv,3
nor3,1
buf,17
nor3b,2
ha,7
conb,1
nand2b,1
and2,1
mux4,1
o21ai,2
per-stage QoR:
step | total power [uW] | instance area [um2] | util, %
global route | 156 | 613 | 17.9
CTS | 132 | 586 | 17.1
detailed placement | 120 | 529 | 15.5
floorplan | 50.8 | 304 | -
global placement | 118 | 529 | 15.5
finish | 141 | 613 | 17.9
timing repair:
item | 4_1_cts | 5_1_grt
endpoints found under the setup margin | 8 | 7
gates resized | 50 | 16
pin swaps | 4 | 4
setup buffers | 3 | 0
No activity file was given, so power comes from the tool's default toggle rates.
