## config.mk

```make
export PLATFORM = sky130hd
export DESIGN_NAME = IF
export DESIGN_NICKNAME = IF
export VERILOG_FILES = /design/flow/design.v
export SDC_FILE = /design/flow/constraint.sdc
export NUM_CORES = 4
export LEC_CHECK = 1
export CORE_AREA = 10 10 71 71
export DIE_AREA = 0 0 81 81
```

## constraint.sdc

```tcl
current_design IF

set clk_period 1.7
set clk_io_pct 0.2

create_clock -name clk0 -period $clk_period [get_ports {clk}]

set non_clock_inputs [all_inputs -no_clocks]
set_input_delay [expr $clk_period * $clk_io_pct] -clock clk0 $non_clock_inputs
set_output_delay [expr $clk_period * $clk_io_pct] -clock clk0 [all_outputs]
```

## design.v

```verilog
package definitions;
typedef enum logic[4:0] {
  MOV   = 5'b00000,	     
  IMOV  = 5'b00001,
  MOVTO = 5'b00010,
  CMP   = 5'b00011,
  ICMP  = 5'b00100,
  LSL   = 5'b00101,
  ILSL  = 5'b00110,
  RSL   = 5'b00111,
  IRSL  = 5'b01000,
  AND   = 5'b01001,
  XOR   = 5'b01010,
  ADD   = 5'b01011,
  IADD  = 5'b01100,
  SUB   = 5'b01101,
  ISUB  = 5'b01110,
  MOD   = 5'b01111,
  LDR   = 5'b10000,
  STR   = 5'b10001,
  B     = 5'b10010,
  BEQ   = 5'b10011,
  LDROV = 5'b10100,
  CLROV = 5'b10101,
  OR    = 5'b10110,
  BLE   = 5'b10111,
  BGE   = 5'b11000,
  RLDR  = 5'b11001,
  ABS   = 5'b11010
	 } op_code;
endpackage  
module IF(
  input [7:0] abs,
  input abs_jmp,
  input reset,
  input Halt,
  input clk,
  input logic[1:0] state,
  output logic[7:0] PC              
  );
  always @(posedge clk)
	if(reset) begin                       
	  if(state == 0) PC <= 0;  
	  else if (state == 1) PC <= 67; 
	  else if (state == 2) PC <= 121; 
	end 
	else if(Halt)					 
	  PC <= PC;						
	else if(abs_jmp)				 
	  PC <= abs;
	else							 
	  PC <= PC+1;
endmodule
```

## run.sh

```bash
#!/bin/bash
# OpenROAD 26Q1-2900-gdf79404cd8, Yosys 0.63+post, stock flow scripts
make -C /OpenROAD-flow-scripts/flow DESIGN_CONFIG=/design/flow/config.mk WORK_HOME=/design/flow/orfs finish
```

==> Changelog: implementation <==
### Metrics

* Routed Antenna Nets at 0
* Remaining Overflow, GRT at 0
* Worst slack at placement at -0.0785 ns
* YS chip area at 547 um2
* Top delay family on crit path: buffers and inverters
* Top flop regs: PC: 8 flops
* Ports at 22
* Lkg Pwr at 0.359 nW
* CP Capture Type: flip-flop
* Remaining DRCs at 0
* Post-synthesis cell count at 53
* Area growth syn-to-layout at 67.5%
* Bufs on Longest Clock Path at 2
* Total Wirelength at 1480 um
* Worst-margin pin slew at 0.306 ns
* WP buf/inv at 3
* Comb pwr share at 26.7%
* Post-CTS Setup Repair Bufs at 0
* CP Launch Type: input port
* Total track usage at 4.32%
* Worst hold path class: reg2reg
* Max Fclk at 642 MHz
* Register share after synthesis at 43.9%
* CP max FO at 8
* Critical path class: in2reg
* Power per cell area at 738 nW/um2
* Switching portion of total power at 22.6%
* Slew HR at 79.6%
* Fin Clk Skew at 0.000850 ns
* Port-buffer cells at 21
* Synth area leaders: edfxtp_1 44%, xnor2_1 8.0%, ha_1 6.9%
* RSZ-0062 raised after global routing: no
* CTS Buf Count at 3
* Slew Viols, Final at 0
* Critical path's slowest cell: clkdlybuf4s50_1
* Wirelength per Cell at 11.2 um
* Most flops, register: PC
* Die x size at 81 um
* 1st-pass router iterations at 4
* Tool warnings at 26
* First-pass GRT wire length at 2230 um
* Clk slew on worst S/H paths at 0.04 ns
* Cts hold-fix bufs at 0
* Chip area at 6560 um2
* Starting density of the core at 15.0%
* Hold slack at 0.692 ns
* Placement Rows at 22
* Final period util at 91.6%
* Ys cells at 53
* Synth warn at 1
* Int Power at 0.000523 W
* Clk network pwr share at 32.6%
* Non-filler cells in the finished layout at 132
* Iter 0 DRT Violations at 24
* Largest register FFs at 8
* Outcome: complete, no violations
* Syn Std Cell Area at 547 um2
* # diodes at 0
* Largest net degree at the start of global routing at 9
* Total number of H-tree levels at 1
* CORE AREA at 3630 um2
* Sequential power share at 40.7%
* Critical path arrival at 1.49 ns
* Area leader, netlist: edfxtp_1
* CTS tree: done
* Clock Sinks at 8
* CP required at 1.63 ns
* Avg Cell Area, Syn at 10.3 um2
* # setup viols final at 0
* #FFs+latches synth at 8
* Via Count at 499
* Final worst path period need at 1.56 ns
* CP cell instances: clkdlybuf4s50_1 -> inv_1 -> ha_1 -> nor2_1 -> mux2i_1 -> buf_4
* CTS root buf: clkbuf_8
* Area leader share at 43.9%
* Unique cell types at 20
* Die Y-Extent at 81 um
* CP max stage delay at 0.47 ns
* Post-CTS Resized at 0
* Number of failing hold endpoints at the final stage at 0
* Via density at 3.78
* GP Congestion at 0.809
* Layout cells sized above 1 at 16.7%
* Clock latency (worst-skew pair) at 0.22 ns
* Fin worst setup slack at 0.142 ns
* Vias in the first global route at 520
* MaxCap Viol Count at 0
* Psw at 0.000153 W
* DP HPWL at 1270 um
* Placed Cells at 129
* Initial antenna violation count at 0
* Total power at 0.000676 W
* Worst vdd ir at 0.205 mV
[per-layer routing]
metal	global-route usage [%]	vias up	part of all wire (%)	wire (um)
li1	-	254	-	-
met1	4.91	222	43	633
met2	7.17	21	46	684
met3	2.23	2	9.9	146
met4	0.865	0	0.68	10
met5	0	-	0	0
[cell type report]
cell class | instances | area (um2)
Timing Repair Buffer | 30 | 278
Inverter | 3 | 11.3
Tap cell | 48 | 60.1
Multi-Input combinational cell | 40 | 285
Clock buffer | 3 | 41.3
Sequential cell | 8 | 240
Fill cell | 398 | 2720
[stage by stage]
step / cell area [um2] / TNS, ns / utilization, %
after floorplan: 547 / 0 / -
after global placement: 875 / -0.654 / 24.1
after detailed placement: 875 / -0.812 / 24.1
after CTS: 916 / 0 / 25.2
after global routing: 916 / 0 / 25.2
final: 916 / 0 / 25.2
[cell usage in the layout (no fill, tap or decap)]
cell type | synthesis | routed
a211oi_1 | 1 | 1
a21oi_1 | 4 | 4
a221o_1 | 3 | 3
and2_1 | 1 | 1
and3_1 | 1 | 1
and3_4 | 1 | 1
buf_4 | 0 | 9
clkbuf_8 | 0 | 3
clkdlybuf4s50_1 | 0 | 21
edfxtp_1 | 8 | 8
ha_1 | 3 | 3
inv_1 | 3 | 3
mux2i_1 | 3 | 3
nand2_1 | 2 | 2
nand3_1 | 4 | 4
nand3_2 | 1 | 1
nor2_1 | 5 | 5
nor2b_1 | 3 | 3
nor3_1 | 1 | 1
o21a_1 | 1 | 1
o21ai_0 | 1 | 1
xnor2_1 | 5 | 5
[power by group through the flow]
stage | Combinational (W) | Sequential [W] | Clock [W]
6_report | 0.000180 | 0.000275 | 0.000220
5_1_grt | 0.000201 | 0.000279 | 0.000236
4_1_cts | 0.000185 | 0.000276 | 0.000227
[path summary, 6_finish.rpt]
path,from,endpoint,slack [ns],depth (start not counted)
hold / removal,PC[7]$_SDFFCE_PP0P_,PC[7]$_SDFFCE_PP0P_,0.69,2
setup / recovery,state[0],PC[7]$_SDFFCE_PP0P_,0.14,6
setup reg to reg,PC[1]$_DFFE_PP_,PC[6]$_DFFE_PP_,0.19,4
hold reg to reg,PC[7]$_SDFFCE_PP0P_,PC[7]$_SDFFCE_PP0P_,0.69,2
[worst register-to-register path, delay by kind of cell, from the launching register on]
kind	cells	cell delay, ns
flip-flops	1	0.40
AND-OR/OR-AND	1	0.34
adder cells (fa/ha/maj)	1	0.26
XOR/XNOR	1	0.15
AND/OR/NAND/NOR	1	0.10
[cell usage after synthesis]
cell / n
nand2_1: 2
edfxtp_1: 8
inv_1: 3
ha_1: 3
nor2b_1: 3
nand3_2: 1
a21oi_1: 4
and3_1: 1
xnor2_1: 5
a221o_1: 3
nor2_1: 5
buf_2: 2
o21ai_0: 1
o21a_1: 1
and3_4: 1
mux2i_1: 3
nor3_1: 1
and2_1: 1
nand3_1: 4
a211oi_1: 1
[cells by family (layout without fill, tap and decap cells)]
| family | after synthesis | count (layout) | synth area share [%] |
|---|---|---|---|
| compound gates | 10 | 10 | 12.8 |
| xor+xnor | 5 | 5 | 8.01 |
| fa+ha+maj | 3 | 3 | 6.87 |
| buf+inv | 5 | 36 | 3.89 |
| flops | 8 | 8 | 43.9 |
| mux | 3 | 3 | 5.49 |
| simple gates | 19 | 19 | 19.0 |
No activity file was given, so power comes from the tool's default toggle rates.
